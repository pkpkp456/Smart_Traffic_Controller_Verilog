[run.sh]
#!/bin/bash
# OpenROAD 26Q1-2900-gdf79404cd8, Yosys 0.63+post, stock flow scripts
make -C /OpenROAD-flow-scripts/flow DESIGN_CONFIG=/design/flow/config.mk WORK_HOME=/design/flow/orfs finish
[config.mk]
export PLATFORM = sky130hd
export DESIGN_NAME = traffic_light_controller_with_display
export DESIGN_NICKNAME = traffic_light_controller_with_display
export VERILOG_FILES = /design/flow/design.v
export SDC_FILE = /design/flow/constraint.sdc
export NUM_CORES = 4
export LEC_CHECK = 1
export CORE_UTILIZATION = 30
[constraint.sdc]
current_design traffic_light_controller_with_display

set clk_period 3.2
set clk_io_pct 0.2

create_clock -name clk0 -period $clk_period [get_ports {clk}]

set non_clock_inputs [all_inputs -no_clocks]
set_input_delay [expr $clk_period * $clk_io_pct] -clock clk0 $non_clock_inputs
set_output_delay [expr $clk_period * $clk_io_pct] -clock clk0 [all_outputs]
[design.v]
`timescale 1ns / 1ps
module traffic_light_controller_with_display(
    input clk,
    input rst,
    input [1:0] TA, TB, TC, TD,     
    input VA, VB, VC, VD,           
    input emg_mode,                 
    input [1:0] ER,                 
    output reg GA, GB, GC, GD,      
    output reg YA, YB, YC, YD,      
    output reg RA, RB, RC, RD,      
    output reg [6:0] seg,           
    output reg [7:0] timer_out      
);
localparam IDLE      = 4'd0;
localparam A_GREEN   = 4'd1;
localparam A_YELLOW  = 4'd2;
localparam B_GREEN   = 4'd3;
localparam B_YELLOW  = 4'd4;
localparam C_GREEN   = 4'd5;
localparam C_YELLOW  = 4'd6;
localparam D_GREEN   = 4'd7;
localparam D_YELLOW  = 4'd8;
localparam EMERGENCY = 4'd9;
localparam MAX_GREEN   = 8'd100;
localparam BASE_GREEN  = 8'd20;
localparam YELLOW_TIME = 8'd10;
reg [3:0] current_state, next_state;
reg [7:0] timer_counter;
reg [7:0] next_timer_value;
reg load_timer;
wire [7:0] TA_ext = {6'b0, TA};
wire [7:0] TB_ext = {6'b0, TB};
wire [7:0] TC_ext = {6'b0, TC};
wire [7:0] TD_ext = {6'b0, TD};
always @(posedge clk or posedge rst) begin
    if (rst) begin
        timer_counter <= 0;
        timer_out <= 0;
    end else begin
        if (load_timer)
            timer_counter <= next_timer_value;
        else if (timer_counter > 0)
            timer_counter <= timer_counter - 1;
        timer_out <= timer_counter;
    end
end
always @(posedge clk or posedge rst) begin
    if (rst)
        current_state <= IDLE;
    else
        current_state <= next_state;
end
always @(*) begin
    next_state = current_state;
    case (current_state)
        IDLE: begin
            if (emg_mode) next_state = EMERGENCY;
            else if (VA) next_state = A_GREEN;
            else if (VB) next_state = B_GREEN;
            else if (VC) next_state = C_GREEN;
            else if (VD) next_state = D_GREEN;
        end
        A_GREEN: if (emg_mode) next_state = EMERGENCY;
                 else if (timer_counter == 0) next_state = A_YELLOW;
        A_YELLOW: if (timer_counter == 0) next_state = B_GREEN;
        B_GREEN: if (emg_mode) next_state = EMERGENCY;
                 else if (timer_counter == 0) next_state = B_YELLOW;
        B_YELLOW: if (timer_counter == 0) next_state = C_GREEN;
        C_GREEN: if (emg_mode) next_state = EMERGENCY;
                 else if (timer_counter == 0) next_state = C_YELLOW;
        C_YELLOW: if (timer_counter == 0) next_state = D_GREEN;
        D_GREEN: if (emg_mode) next_state = EMERGENCY;
                 else if (timer_counter == 0) next_state = D_YELLOW;
        D_YELLOW: if (timer_counter == 0) next_state = A_GREEN;
        EMERGENCY: if (!emg_mode) next_state = IDLE;
        default: next_state = IDLE;
    endcase
end
always @(posedge clk or posedge rst) begin
    if (rst) begin
        {GA, GB, GC, GD} <= 4'b0000;
        {YA, YB, YC, YD} <= 4'b0000;
        {RA, RB, RC, RD} <= 4'b1111;
        seg <= 7'b1111111;
        load_timer <= 0;
        next_timer_value <= 0;
    end else begin
        {GA, GB, GC, GD} <= 4'b0000;
        {YA, YB, YC, YD} <= 4'b0000;
        {RA, RB, RC, RD} <= 4'b1111;
        load_timer <= 0;
        case (current_state)
            A_GREEN: begin
                GA <= 1; RA <= 0;
                if (timer_counter == 0) begin
                    load_timer <= 1;
                    next_timer_value <= (BASE_GREEN + TA_ext > MAX_GREEN) ? MAX_GREEN : BASE_GREEN + TA_ext;
                end
            end
            A_YELLOW: begin
                YA <= 1;
                if (timer_counter == 0) begin
                    load_timer <= 1;
                    next_timer_value <= YELLOW_TIME;
                end
            end
            B_GREEN: begin
                GB <= 1; RB <= 0;
                if (timer_counter == 0) begin
                    load_timer <= 1;
                    next_timer_value <= (BASE_GREEN + TB_ext > MAX_GREEN) ? MAX_GREEN : BASE_GREEN + TB_ext;
                end
            end
            B_YELLOW: begin
                YB <= 1;
                if (timer_counter == 0) begin
                    load_timer <= 1;
                    next_timer_value <= YELLOW_TIME;
                end
            end
            C_GREEN: begin
                GC <= 1; RC <= 0;
                if (timer_counter == 0) begin
                    load_timer <= 1;
                    next_timer_value <= (BASE_GREEN + TC_ext > MAX_GREEN) ? MAX_GREEN : BASE_GREEN + TC_ext;
                end
            end
            C_YELLOW: begin
                YC <= 1;
                if (timer_counter == 0) begin
                    load_timer <= 1;
                    next_timer_value <= YELLOW_TIME;
                end
            end
            D_GREEN: begin
                GD <= 1; RD <= 0;
                if (timer_counter == 0) begin
                    load_timer <= 1;
                    next_timer_value <= (BASE_GREEN + TD_ext > MAX_GREEN) ? MAX_GREEN : BASE_GREEN + TD_ext;
                end
            end
            D_YELLOW: begin
                YD <= 1;
                if (timer_counter == 0) begin
                    load_timer <= 1;
                    next_timer_value <= YELLOW_TIME;
                end
            end
            EMERGENCY: begin
                case (ER)
                    2'b00: begin GA <= 1; RA <= 0; end
                    2'b01: begin GB <= 1; RB <= 0; end
                    2'b10: begin GC <= 1; RC <= 0; end
                    2'b11: begin GD <= 1; RD <= 0; end
                endcase
                load_timer <= 0;   
            end
        endcase
        seg <= seven_segment_display(timer_counter);
    end
end
function [6:0] seven_segment_display;
    input [7:0] num;
    reg [3:0] digit;
    begin
        digit = (num > 9) ? 9 : num[3:0];
        case (digit)
            0: seven_segment_display = 7'b1000000;
            1: seven_segment_display = 7'b1111001;
            2: seven_segment_display = 7'b0100100;
            3: seven_segment_display = 7'b0110000;
            4: seven_segment_display = 7'b0011001;
            5: seven_segment_display = 7'b0010010;
            6: seven_segment_display = 7'b0000010;
            7: seven_segment_display = 7'b1111000;
            8: seven_segment_display = 7'b0000000;
            9: seven_segment_display = 7'b0010000;
            default: seven_segment_display = 7'b1111111;
        endcase
    end
endfunction
endmodule
==> results.txt <==
Purpose: to document the outcome of synthesis and place and route.

Status
The flow ran to the end, and the final reports show no timing, DRC or antenna violations.

Clock network
The quantity of hold-fixing buffers added after cts is 0. For reference, the clock transition at the flip-flops on the worst setup and hold paths is 0.08 ns. The number of post-CTS setup repair buffers is 0. The clock passes through at most 2 buffers. TritonCTS built the clock tree. The number of levels in the clock H-tree is 2. Looking at the clock tree report, the root buffer type is sky130_fd_sc_hd__clkbuf_8. Post-CTS repair ended up resizing 0 cells.

The number of clock buffers added by TritonCTS is 5. The TritonCTS sink count is 50. The clock latency reported for the late side of the worst-skew pair is 0.29 ns.

Synth
The register bit total from synthesis is 50. The synthesized netlist was found by Yosys to have 184 cells. Yosys mapped the design onto 48 distinct sky130hd cell types.

The area fraction in full adders, half adders and majority gates is 3.46%. The largest family of logic cells by area is simple AND/OR/NAND/NOR gates. The mapped cell area is 0.00217 mm^2. The dominant register cell in the synthesized netlist is sky130_fd_sc_hd__dfrtp_1.

Post-synthesis, Yosys gives the total cell area as 0.00217 mm^2. The post-synthesis xor/xnor area fraction is 2.42%. The synthesis report gives the async set-or-reset register share as 100%.

Per the post-synthesis report, the number of cells in the design is 184. The number of flops mapped to enable cells by yosys is 0. The yosys warning tally is 1.

Per the synthesis report, the simple-gate share of the synthesized area is 16.7%. The average footprint of a synthesized cell is 11.8 um^2. Sequential cells were found to cover 58.3% of the synthesized design area.

Yosys reports the multiplexer fraction of the synthesized area as 3.00%. The synthesized netlist devotes 12.3% of its cell area to compound gates.

Global routing
The global routing usage summed across all routing layers is 11.6%. The first global-routing pass estimated 6750 um of wire. The via count of the first global-routing pass is 1360. The number of antenna violations at the first check in global routing is 0. Entering global routing, the biggest net connects 40 pins. The leftover overflow at the end of global routing is 0.

Floorplan
The floorplan die height is 87.1 um. The area of the die is 0.00758 mm^2. The number of top-level pins is 44.

The pre-placement core utilization is 31.4%. The count of standard-cell rows is 30. The die boundary width is 87.1 um. The core region area is 0.00691 mm^2.

Critical path
The startpoint class of the critical path is a flip-flop. The critical path endpoint category is a flip-flop. The required time of the worst setup path is 3.38 ns. STA shows the worst reg2reg path with a cell count of 4.

The category of the most critical setup path is reg -> reg. The biggest fanout along the worst timing path is 13. Data arrives at the worst endpoint at 2.29 ns.

Pwr
The power density of the placed cells is 819 mW/mm^2. The static leakage power is 1.18 nW. Summing internal, switching and leakage power gives 2.29 mW. In this run the VDD rail shows a maximum IR drop of 0.258 mV.

Route
The iteration-0 DRC count of the detailed router is 48. According to the report, the first pass of detailed routing completed in 4 iterations. The post-detailed-route via-to-cell ratio is 4.55.

The total number of vias is 1491. Antenna repair during routing inserted a diode count of 0. The post-detailed-route count of antenna-violating nets is 0. The final layout contains routed wiring with a total length of 4000 um.

The final routed DRC violation total is 0. The final routed wire length divided by cell count is 12.2 um.

Timing
The routed design could run at a clock period as short as 2.11 ns. The slew at the pin with the worst max-slew slack is 0.769 ns. After routing, the total negative slack on setup checks comes to 0 ns. The final hold violation count recorded for this run is 0.

The final max-slew violation count is 0. The worst-case setup margin in the final layout is 1.09 ns. Setup repair after global routing left no endpoint under its margin.

Clock skew on the completed layout was measured at 0.00520 ns. The final timing summary puts the cycle share of the worst path at 65.9%. Static timing analysis puts the maximum clock frequency at 474 MHz. Measured against its own limit, the worst slew margin works out to 48.6%. The final timing report counts setup violations totalling 0.

Worst hold path
The path class of the tightest hold or removal check is reg -> reg. The number of cells traversed by the worst hold path is 0.

Cells and area
The post-route netlist has 16.4% of its cells at a drive strength greater than 1. Cells fill 40.6% of the core in the end. The post-synthesis to final-layout area growth is 29.0%.

Place
The worst slack at placement is 0.960 ns. According to the dpl log, the detail-placed design has an HPWL of 2920 um. Input and output buffers added on the ports amount to 43.

RePlAce ended its routability-driven mode at a weighted congestion of 0.830.

Flow run
The max-capacitance violation count is 0. Across all stage logs, warnings added up to 29.
-- critical path, cell delays in order (launching register included) --
cell and delay, ns:
sky130_fd_sc_hd__dfrtp_1 0.47, sky130_fd_sc_hd__nor4_4 0.58, sky130_fd_sc_hd__and3_1 0.57, sky130_fd_sc_hd__nor2_1 0.10, sky130_fd_sc_hd__a221o_1 0.27
-- synthesized netlist by cell type, types with 2 or more instances --
cell type / number / share of area [%]
sky130_fd_sc_hd__a211oi_1: 2 / 0.69
sky130_fd_sc_hd__a21oi_1: 9 / 2.1
sky130_fd_sc_hd__a221o_1: 2 / 0.92
sky130_fd_sc_hd__a222oi_1: 2 / 0.92
sky130_fd_sc_hd__a31oi_1: 3 / 0.86
sky130_fd_sc_hd__and3_1: 2 / 0.58
sky130_fd_sc_hd__buf_6: 2 / 1.0
sky130_fd_sc_hd__clkbuf_1: 2 / 0.35
sky130_fd_sc_hd__dfrtp_1: 38 / 44
sky130_fd_sc_hd__dfstp_2: 12 / 15
sky130_fd_sc_hd__ha_1: 6 / 3.5
sky130_fd_sc_hd__inv_1: 10 / 1.7
sky130_fd_sc_hd__mux2_1: 3 / 1.6
sky130_fd_sc_hd__mux2i_1: 2 / 0.92
sky130_fd_sc_hd__nand2_1: 17 / 2.9
sky130_fd_sc_hd__nand2b_1: 4 / 1.2
sky130_fd_sc_hd__nand3_1: 4 / 0.92
sky130_fd_sc_hd__nor2_1: 12 / 2.1
sky130_fd_sc_hd__nor3_1: 6 / 1.4
sky130_fd_sc_hd__nor4_1: 2 / 0.58
sky130_fd_sc_hd__o21ai_0: 9 / 2.1
sky130_fd_sc_hd__o31ai_1: 3 / 1.0
sky130_fd_sc_hd__or2_2: 3 / 0.86
sky130_fd_sc_hd__xnor2_1: 5 / 2.0
-- stage by stage --
step | area (um^2) | hold slack [ns] | std cells
floorplan | 2170 | 0.395 | 184
global placement | 2690 | 0.447 | 320
detailed placement | 2690 | 0.455 | 320
CTS | 2800 | 0.475 | 328
global route | 2800 | 0.483 | 328
finish | 2800 | 0.464 | 328
-- cells by family (layout without fill, tap and decap cells) --
| group | Yosys count | count (layout) |
|---|---|---|
| AOI/OAI and AO/OA | 38 | 38 |
| xor gates and xnor gates | 6 | 6 |
| adders and majority gates | 6 | 6 |
| buffers and inverters | 15 | 63 |
| DFF | 50 | 50 |
| muxes | 6 | 6 |
| and+or+nand+nor | 63 | 63 |
-- cell type report --
class | count | area (um^2)
clock buffer | 8 | 110
fill | 667 | 4110
inverter | 10 | 37.5
multi-input combinational | 119 | 822
sequential | 50 | 1270
tap | 96 | 120
timing repair buffer | 45 | 445
-- power breakdown --
group | total, mW | switching (mW) | leakage, nW | internal (mW)
combinational | 0.780 | 0.327 | 0.520 | 0.452
clock | 0.408 | 0.189 | 0.0575 | 0.218
sequential | 1.11 | 0.214 | 0.598 | 0.891
total | 2.29 | 0.731 | 1.18 | 1.56
-- path summary, 6_finish.rpt --
path	slack (ns)	startpoint	end
setup / recovery	1.09	timer_counter[5]	current_state[7]
hold / removal	0.46	current_state[3]	YA
setup reg to reg	1.09	timer_counter[5]	current_state[7]
hold reg to reg	0.46	current_state[3]	YA
max in group asynchronous	1.71	rst	current_state[0]
min in group asynchronous	0.81	rst	timer_out[4]
-- flip-flops by register name, summed over array words and instances, names as in the netlist, 4 cells and up --
signal / count
current_state: 10
timer_counter: 8
timer_out: 8
seg: 7
next_timer_value: 4
-- per-layer routing --
layer  global-route usage (%)  wire length (um)  share of wire (%)  vias up
met5                        0                 0                  0        -
met4                     1.82                53                1.3        0
met3                     2.12               156                3.9        4
met2                     16.2              1710                 43       33
met1                     19.8              2080                 52      712
li1                         -                 -                  -      742
-- cell usage in the layout (no fill, tap or decap), types with 3 or more instances in the layout --
cell type	Yosys	layout
sky130_fd_sc_hd__mux2_1	3	3
sky130_fd_sc_hd__nor3_1	6	6
sky130_fd_sc_hd__nand3_1	4	4
sky130_fd_sc_hd__o21ai_0	9	9
sky130_fd_sc_hd__ha_1	6	6
sky130_fd_sc_hd__o31ai_1	3	3
sky130_fd_sc_hd__nand2b_1	4	4
sky130_fd_sc_hd__a31oi_1	3	3
sky130_fd_sc_hd__clkbuf_8	0	8
sky130_fd_sc_hd__dfstp_2	12	12
sky130_fd_sc_hd__inv_1	10	9
sky130_fd_sc_hd__dfrtp_1	38	38
sky130_fd_sc_hd__or2_2	3	3
sky130_fd_sc_hd__clkdlybuf4s50_1	0	43
sky130_fd_sc_hd__a21oi_1	9	9
sky130_fd_sc_hd__xnor2_1	5	5
sky130_fd_sc_hd__nor2_1	12	12
sky130_fd_sc_hd__nand2_1	17	17
No activity file was given, so power comes from the tool's default toggle rates.
